--- flow/run.sh ---
#!/bin/bash
# OpenROAD 26Q1-2900-gdf79404cd8, Yosys 0.63+post, stock flow scripts
make -C /OpenROAD-flow-scripts/flow DESIGN_CONFIG=/design/flow/config.mk WORK_HOME=/design/flow/orfs finish
--- flow/design.v ---
`timescale 1ns / 1ps
module Seven_seg_disp(
    input [3:0] sw,
    output [3:0] seg_an,
    output reg [7:0] seg_cat
    );
always @ (sw)
begin
    case (sw)
    4'b0000: seg_cat <= 8'b11000000;         
    4'b0001: seg_cat <= 8'b11111001;         
    4'b0010: seg_cat <= 8'b10100100;         
    4'b0011: seg_cat <= 8'b10110000;         
    4'b0100: seg_cat <= 8'b10011001;         
    4'b0101: seg_cat <= 8'b10010010;         
    4'b0110: seg_cat <= 8'b10000010;         
    4'b0111: seg_cat <= 8'b11111000;         
    4'b1000: seg_cat <= 8'b10000000;         
    4'b1001: seg_cat <= 8'b10010000;         
    4'b1010: seg_cat <= 8'b10001000;         
    4'b1011: seg_cat <= 8'b10000011;         
    4'b1100: seg_cat <= 8'b11000110;         
    4'b1101: seg_cat <= 8'b10100001;         
    4'b1110: seg_cat <= 8'b10000110;         
    4'b1111: seg_cat <= 8'b10001110;         
    default: seg_cat <= 8'b11111111;         
    endcase
end
assign seg_an = 4'b1110;                
endmodule
--- flow/constraint.sdc ---
current_design Seven_seg_disp

set clk_period 1.5
set clk_io_pct 0.2

create_clock -name clk0 -period $clk_period

set non_clock_inputs [all_inputs -no_clocks]
set_input_delay [expr $clk_period * $clk_io_pct] -clock clk0 $non_clock_inputs
set_output_delay [expr $clk_period * $clk_io_pct] -clock clk0 [all_outputs]
--- flow/config.mk ---
export PLATFORM = sky130hd
export DESIGN_NAME = Seven_seg_disp
export DESIGN_NICKNAME = Seven_seg_disp
export VERILOG_FILES = /design/flow/design.v
export SDC_FILE = /design/flow/constraint.sdc
export NUM_CORES = 4
export LEC_CHECK = 1
export CORE_AREA = 10 10 70 70
export DIE_AREA = 0 0 80 80
==> out/qor.yml <==
clock_buffers: 0
pwr_density_cell_mw_per_mm2: 239.1
post-synth-top-area-fraction_pct: 27.34
filler_cell_count: 373
die_area_mm2: 0.006400
post_drt_wl_per_cell_um: 9.296
outcome: "finished, violations left"
number_of_cell_instances_after_yosys_synthesis: 39
met3_track_demand_over_resource_pct: 0.3409
cp.required_ns: 1.20
gpl.final_weighted_congestion: 0.7942
diodes: 0
worst_setup_path_start_kind: "input port"
sequential_to_total_area_share_from_yosys_stat_pct: 0
clock.fmax_mhz: 612.3
grt_use_total_pct: 3.026
drive_gt1_share_pct: 67.74
fin_crit_sh_pct: 108.9
element_type_at_the_critical_path_end: "output pin"
totalWireLength_mm: 1.004
area.sequential_um2: 0
synthesis.area_per_instance_um2: 8.213
placed_cells: 104
antenna_found_initial: 0
vdd.ir_drop.worst_mv: 0.03586
setup_slack_of_the_critical_path_after_layout_ns: -0.1333
synthTopCellsByCount: "sky130_fd_sc_hd__ha_1 (7), sky130_fd_sc_hd__buf_4 (5), sky130_fd_sc_hd__nor2_1 (5)"
die_h_um: 80
post_cts_hold_buffer_count: 0
io_buffers: 11
fp-row-count: 21
ys_warn_count: 1
setup_viol: 4
dr.first_iter.drc_count: 8
whs_endpoint: "seg_cat[3]"
setup-tns-final_ns: -0.2885
grt_use_met2_pct: 5.618
multiInputGateArea_um2: 354.1
core_area_mm2: 0.003416
grt_util_met1_pct: 3.828
failed_checks: "negative setup slack"
power.leakage_nw: 0.3042
post-route-drc-count: 0
timing_hold_violations_final: 0
type_of_the_worst_min_delay_path: "input port to output pin"
netlist-cell-type-count: 17
timing.final.crit_period_ns: 1.633
synth.yosys.chip_area_um2: 320.3
grt_max_degree: 7
io_pins: 16
hold-path-cell-count: 3
layoutNonFillerInstCount: 108
seq_cell_count: 0
netlist.top_cell.by_area: "sky130_fd_sc_hd__ha_1"
start_point_of_the_worst_hold_path: "sw[3]"
synth_instances: 39
drtAntennaViolNets: 0
detail_route.first_pass.iterations: 2
finalHoldWorstSlack_ns: 1.041
openroad.warnings: 40
area_growth_syn_to_layout_pct: 111.3
post_synth_instance_area_um2: 320.3
grt_most_used_layer: "met2"
viasPerCell: 3.083
hpwlAfterDp_um: 706.3
max_capacitance_violation_count: 0
via_count: 333
floorplanUtilization_pct: 9.377
netlist_top_cells_area: "sky130_fd_sc_hd__ha_1 (27%), sky130_fd_sc_hd__mux2i_1 (13%), sky130_fd_sc_hd__buf_4 (12%)"
critPathKind: "input port to output pin"
maxSlewViolCount: 0
arrival_ns: 1.33
timing.critical_path.fanout_max: 4
first_global_vias: 362
unrepaired_setup_endpoints_after_global_routing: "yes"
die-width_um: 80
top_cell: "sky130_fd_sc_hd__ha_1"
globalRouteOverflowTotal: 0
grt_pass1_wl_mm: 1.669
cell usage in the layout, fill, tap and decap left out, drive strengths merged:
cell type / n
mux2i: 4
mux2: 1
a21oi: 1
a22o: 2
clkdlybuf4s15: 1
ha: 7
a32o: 1
nor2: 5
or3b: 1
buf: 24
dlygate4sd2: 1
clkbuf: 1
nand2: 1
inv: 3
and2b: 1
o21ai: 2
mux4: 1
conb: 5
logic make-up after synthesis:
kind of cell,share of synthesized area [%]
buffers and inverters,20.31
and+or+nand+nor,12.50
adders and majority gates,27.34
AOI/OAI and AO/OA,13.28
muxes,24.22
other,2.345
worst max-delay path, cell delays in order:
cell and delay (ns):
sky130_fd_sc_hd__buf_8 0.11, sky130_fd_sc_hd__inv_8 0.06, sky130_fd_sc_hd__ha_4 0.12, sky130_fd_sc_hd__and2b_2 0.21, sky130_fd_sc_hd__or3b_1 0.34, sky130_fd_sc_hd__o21ai_1 0.09
sky130_fd_sc_hd__buf_2 0.11
metal layers:
metal | vias up | wire (µm)
met3 | 0 | 42
met2 | 9 | 494
met5 | - | 0
met4 | 0 | 0
met1 | 156 | 466
li1 | 168 | -
where the power goes:
| part | leakage (nW) | switching, mW | internal, mW |
|---|---|---|---|
| registers | 0 | 0 | 0 |
| logic | 0.304 | 0.0642 | 0.0976 |
| clock network | 0 | 0 | 0 |
stage by stage:
stage / util [%] / area [µm²] / setup slack (ns) / power (mW)
finish: 19.82 / 676.9 / -0.1333 / 0.1618
floorplan: - / 331.6 / 0.02010 / 0.05782
global route: 19.82 / 676.9 / -0.2072 / 0.1771
detailed placement: 15.68 / 535.5 / -1.009 / 0.1272
CTS: 19.08 / 651.9 / -0.1496 / 0.1542
global placement: 15.68 / 535.5 / -0.9807 / 0.1269
how the worst max path moves through the flow:
stage	slack [ns]	endpoint	startpoint	depth (start not counted)
final	-0.13	seg_cat[0]	sw[1]	7
after global routing	-0.21	seg_cat[0]	sw[1]	7
after CTS	-0.15	seg_cat[0]	sw[1]	7
cell type report:
class,instances,area share (%)
Timing Repair Buffer,27,35.30
Tap cell,46,8.503
Multi-Input combinational cell,32,52.31
Inverter,3,3.882
repair_timing:
item                                    in CTS  in global routing
gates cloned                                 1                  0
endpoints found under the setup margin       7                  6
gates resized                               70                  7
pin swaps                                    6                  5
setup buffers                                2                  1
No activity file was given, so power comes from the tool's default toggle rates.
