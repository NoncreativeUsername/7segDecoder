`flow/run.sh`:
```
#!/bin/bash
# OpenROAD 26Q1-2900-gdf79404cd8, Yosys 0.63+post, stock flow scripts
make -C /OpenROAD-flow-scripts/flow DESIGN_CONFIG=/design/flow/config.mk WORK_HOME=/design/flow/orfs finish
```
`flow/config.mk`:
```
export PLATFORM = sky130hd
export DESIGN_NAME = seg_mod
export DESIGN_NICKNAME = seg_mod
export VERILOG_FILES = /design/flow/design.v
export SDC_FILE = /design/flow/constraint.sdc
export NUM_CORES = 4
export LEC_CHECK = 1
export CORE_AREA = 10 10 86 86
export DIE_AREA = 0 0 96 96
```
`flow/constraint.sdc`:
```
current_design seg_mod

set clk_period 2.3
set clk_io_pct 0.2

create_clock -name clk0 -period $clk_period [get_ports {clk_in}]

set non_clock_inputs [all_inputs -no_clocks]
set_input_delay [expr $clk_period * $clk_io_pct] -clock clk0 $non_clock_inputs
set_output_delay [expr $clk_period * $clk_io_pct] -clock clk0 [all_outputs]
```
`flow/design.v`:
```
`timescale 1ns / 1ps
module seg_mod(
    input clk_in,
    input [3:0]I0,                   
    input [3:0]I1,
    input [3:0]I2,
    input [3:0]I3,
    output [3:0]an,                  
    output [7:0]cat                  
    );
wire [1:0]select;
wire clk_slow;
wire [3:0]mux_out;
clk_div divider(
    .clk_in(clk_in),
    .clk_out(clk_slow)
    );
counter2_bit counter (
    .clk_in(clk_slow),
    .S(select)
    );
decoder2_4 decoder (
    .S(select),
    .Y(an)
    );
mux4_1 mux (
    .I0(I0),
    .I1(I1),
    .I2(I2),
    .I3(I3),
    .S(select),
    .Y(mux_out)
    );
decoder_7seg decoder1 (
    .I(mux_out),
    .seg(cat)
    );
endmodule
module counter2_bit (
    input clk_in,                    
    output reg [1:0]S = 2'b00        
    );
always @ (posedge clk_in)
    S <= S + 1;                      
endmodule 
module decoder2_4 (
    input [1:0]S,                    
    output reg [3:0]Y                    
    );
always @ (S) begin
    case (S)
        2'b01: Y <= 4'b1101;
        2'b10: Y <= 4'b1011;
        2'b11: Y <= 4'b0111;
        default: Y <= 4'b1110;
    endcase
end
endmodule 
module mux4_1 (
    input [3:0]I0,                           
    input [3:0]I1,
    input [3:0]I2,
    input [3:0]I3,
    input [1:0]S,                            
    output reg [3:0]Y                            
    );
always @ (S) begin
    case (S)
        2'b01: Y <= I1;
        2'b10: Y <= I2;
        2'b11: Y <= I3;
        default: Y <= I0;
    endcase
end
endmodule 
module decoder_7seg (
    input [3:0]I,
    output reg [7:0]seg
    );
always @ (I) begin
    case (I)
        4'b0000: seg <= 8'b11000000;         
        4'b0001: seg <= 8'b11111001;         
        4'b0010: seg <= 8'b10100100;         
        4'b0011: seg <= 8'b10110000;         
        4'b0100: seg <= 8'b10011001;         
        4'b0101: seg <= 8'b10010010;         
        4'b0110: seg <= 8'b10000010;         
        4'b0111: seg <= 8'b11111000;         
        4'b1000: seg <= 8'b10000000;         
        4'b1001: seg <= 8'b10010000;         
        4'b1010: seg <= 8'b10001000;         
        4'b1011: seg <= 8'b10000011;         
        4'b1100: seg <= 8'b11000110;         
        4'b1101: seg <= 8'b10100001;         
        4'b1110: seg <= 8'b10000110;         
        4'b1111: seg <= 8'b10001110;         
        default: seg <= 8'b11111111;         
    endcase
end
endmodule 
module clk_div(
    input clk_in,
    output reg clk_out = 1'b0
    );
reg [14:0]count = 14'b0;
always @ (posedge clk_in) begin
    if (count == 14'd9999) begin
        count <= 14'b0;
        clk_out <= ~clk_out;
    end
    else if (count == 14'd4999) begin
        count <= count + 1;
        clk_out <= ~clk_out;
    end
    else
        count <= count + 1;
end
endmodule 
```
==> impl_metrics.ini <==
; implementation run metrics
[min_path]
hold_class = flip-flop to flip-flop

[timing]
fin_skew_ns = 0.00327
min_period_ns = 2.31
maxSlewViolCount = 0
rsz0062_at_grt = yes
setup_viol = 2
untimed_endpoints = 6
max_freq_ghz = 0.432
unclocked_pins = 2
hold_viol = 0
finalClockPeriodUsage = 1.01
slew_headroom = 0.624
worst_pin_slew_ns = 0.561
worst_slack_ns = -0.0140

[clock_tree]
ctsRootBufferMaster = clkbuf_8
clk_path_buf_depth = 2
clock_latency_ns = 0.24
cts_tree = done
htree_levels = 1
cts_buffers = 3
clkTransAtPathRegs_ns = 0.06

[pwr]
p_int_uw = 457
switching_share = 0.214
power.total_uw = 581
p_leak_nw = 0.756
pwr-share-comb = 0.154
p_seq_frac = 0.481
irDropWorstVdd_mv = 0.294
pwr-share-clk = 0.365
power-per-cell-area_nw_per_um2 = 329
power_switching_uw = 124

[layout]
drive_above_1_share = 0.348
stdcell_count = 253
syn_to_final_growth_pct = 52.4
final_util = 0.319

[die]
fp.dieH_um = 96
pin_count = 29
initial_utilization = 0.209
rows = 27
die-area_um2 = 9220
die_width_um = 96
core_um2 = 5540

[route]
via_count = 1074
ant_nets = 0
drc = 0
antennaDiodeCount = 0
dr.pass1.iters = 4
avgViaCountPerCell = 4.25
wire_per_inst_um = 11.1
wirelength_um = 2800
first_iter_violations = 25

[synthesis]
synthFlopType = dfxtp_1
top_cell_area_share = 0.293
yosysTopAreaCell = dfxtp_1
avgSynthCellArea_um2 = 8.79
edf_count = 1
ys_area_um2 = 1160
ys_cells = 132
yosysWarnings = 5
synth_top_cell_by_count = dfxtp_1
simple_gate_area_frac = 0.210
mux_area_frac = 0.0971
ys.flops = 18
topCellsByArea = dfxtp_1 29%, ha_1 12%, mux2i_1 7.8%
synthArstFlopShare = 0
logic_family = simple AND/OR/NAND/NOR gates
aoi_share = 0.0777
adder_share = 0.119
synthCells = 132
common_cells = 17 x dfxtp_1, 14 x inv_1, 13 x nor2_1
syn_area_um2 = 1160
synthXorXnorAreaFrac = 0.106
seq_area_frac_synth = 0.319
yosysUniqueCellTypes = 35

[critical_path]
crit_path_top_delay_cell = a221o_1
max_stage_delay_ns = 0.24
cp.arrival_ns = 1.85
critPathLaunchType = input port
cp_max_fo = 2
r2r_slack_ns = 0.64
path_class = input port to primary output
worstSetupEndpointType = primary output
critical_path_required_ns = 1.84
path_cells = buf_6 > a22oi_2 > nand2_1 > mux2i_2 > inv_2 > buf_6 > ha_4 > and3_4 > a221o_1 > buf_2
cpMostUsedCell = buf_6

[global_route]
grt_busiest_layer = met2
antenna_found_initial = 0
met2_usage = 0.0891
met3_usage = 0.0110
gr-usage-met1 = 0.0821
overflow = 0
gr-usage-all-layers = 0.0567
grt_pass1_vias = 1004
grt_start_max_net_pins = 10
grt_pass1_wl_um = 4450

[job]
warnings = 35
drv_cap = 0

[place]
place_ws_ns = -0.772
dp_cells = 237
port_buffers = 27
place_hpwl_um = 2040
gp_congestion = 0.809

[run_status]
violations = setup timing
outcome = finished with violations
## cells in the final DEF (no fill, tap or decap), types with 7 or more instances in the layout
master | synthesis | routed
buf_2 | 0 | 11
buf_4 | 1 | 15
buf_6 | 1 | 8
dfxtp_1 | 17 | 17
inv_1 | 14 | 12
mux2i_1 | 9 | 7
nand2_1 | 9 | 9
nand3_1 | 7 | 7
nor2_1 | 13 | 13
xnor2_1 | 9 | 8
## stage by stage
stage / cell area, µm² / hold slack [ns] / setup TNS, ns
floorplan: 1160 / 0.430 / 0
global placement: 1580 / 0.446 / -4.59
detailed placement: 1580 / 0.456 / -4.82
CTS: 1730 / 0.470 / -0.0603
global route: 1770 / 0.497 / -0.507
finish: 1770 / 0.465 / -0.0196
## flip-flops by register name, indices dropped and copies added, names as in the netlist
register,count
divider.clk_out,1
divider.count,15
counter.S,2
## layer usage
| metal | part of all wire | vias up | wire length (µm) |
|---|---|---|---|
| met5 | 0 | - | 0 |
| met4 | 0 | 0 | 0 |
| met3 | 0.093 | 0 | 261 |
| met2 | 0.40 | 38 | 1120 |
| met1 | 0.51 | 485 | 1420 |
| li1 | - | 551 | - |
## final cells by class
type                            count  area (µm²)
Fill cell                         568        3770
Multi-Input combinational cell     96         815
Timing Repair Buffer               48         389
Sequential cell                    18         370
Tap cell                           72        90.1
Inverter                           15        58.8
Clock buffer                        4        45.0
## worst paths after layout
kind	from	end	cells past startpoint
worst max-delay path	I3[1]	cat[0]	10
worst min-delay path	divider.count[0]	divider.count[0]	1
worst max register to register	divider.count[0]	divider.count[14]	5
worst min register to register	divider.count[0]	divider.count[0]	1
## critical path, delay by kind of cell
family	cells	cell delay, ns
buffers and inverters	4	0.42
AND-OR/OR-AND	2	0.40
AND/OR/NAND/NOR	2	0.22
multiplexers	1	0.21
adder cells (fa/ha/maj)	1	0.15
## power groups by stage
stage	combinational [mW]	sequential, mW	clock [mW]
after global routing	0.0979	0.279	0.231
final	0.0892	0.280	0.212
after CTS	0.0831	0.279	0.218
## logic make-up after synthesis
family | count (synthesis)
buffers and inverters | 18
adder cells (fa/ha/maj) | 11
other | 1
XOR/XNOR | 14
AND/OR/NAND/NOR | 47
flip-flops | 18
AND-OR/OR-AND | 12
multiplexers | 11
## what timing repair did
action                     4_1_cts  5_1_grt
hold endpoints to repair         0        0
pin swaps                       14        7
setup buffers                   11        1
setup endpoints to repair        7        7
hold buffers                     0        0
gates resized                   78       12
Power is estimated from default activity; no workload was simulated.
